==> flow/design.v <==
`timescale 1ns / 1ps
module PWM(clk, reset, LED);
	input clk, reset;
	output LED;
reg [26:0] cnt;
reg [3:0] pwm_cnt;
always @(posedge clk)
	if (reset)
		cnt <= 27'd0;
	else
		cnt<=cnt+27'd1;
wire [3:0] pwm_inp = cnt[26] ? ~cnt[25:22]: cnt[25:22];
always @(posedge clk)
	if (reset)
		pwm_cnt <= 4'd0;
	else
	    pwm_cnt <= pwm_cnt + 4'd1;
assign LED = (pwm_cnt<pwm_inp);
endmodule
==> flow/run.sh <==
#!/bin/bash
# OpenROAD 26Q1-2900-gdf79404cd8, Yosys 0.63+post, stock flow scripts
make -C /OpenROAD-flow-scripts/flow DESIGN_CONFIG=/design/flow/config.mk WORK_HOME=/design/flow/orfs finish
==> flow/config.mk <==
export PLATFORM = sky130hd
export DESIGN_NAME = PWM
export DESIGN_NICKNAME = PWM
export VERILOG_FILES = /design/flow/design.v
export SDC_FILE = /design/flow/constraint.sdc
export NUM_CORES = 4
export LEC_CHECK = 1
export CORE_AREA = 10 10 94 94
export DIE_AREA = 0 0 104 104
==> flow/constraint.sdc <==
current_design PWM

set clk_period 3.4
set clk_io_pct 0.2

create_clock -name clk0 -period $clk_period [get_ports {clk}]

set non_clock_inputs [all_inputs -no_clocks]
set_input_delay [expr $clk_period * $clk_io_pct] -clock clk0 $non_clock_inputs
set_output_delay [expr $clk_period * $clk_io_pct] -clock clk0 [all_outputs]
==> Flow_metrics.wiki <==
=== Physical design figures ===
{| class="wikitable"
! Metric !! Value
|-
| Detailed Route WL || 2.41 mm
|-
| Post-synth ARST share || 0
|-
| Number of failing hold endpoints at the final stage || 0
|-
| Fin cells || 263
|-
| Clock-pin slew of the registers on the worst-case setup and hold paths || 0.06 ns
|-
| Remaining design rule violation count || 0
|-
| Max-slew headroom at the worst pin || 0.620
|-
| Fill count || 750
|-
| Clock buffers created by TritonCTS || 5
|-
| Final core utilization || 0.241
|-
| Number of enable flip-flop cells || 0
|-
| Fraction of layout cells with a size suffix above 1 || 0.0539
|-
| Setup Skew || 0.00230 ns
|-
| Top-area cell type share of the netlist area || 0.427
|-
| Power per cell area || 399 nW/um2
|-
| Capture point of the worst reg-to-reg path || cnt[23]
|-
| Maximum number of pins on one net before global-route repair || 30
|-
| Number of nets with antenna violations after routing || 0
|-
| WHS Path Cells || 1
|-
| Total of hold buffers inserted after clock tree synthesis || 0
|-
| Area used by sequential logic in the layout || 621 um2
|-
| Most frequent cell after synthesis || dfxtp_1
|-
| Unrepaired setup endpoints after global routing || false
|-
| Library cell occupying the most area in the post-synthesis netlist || dfxtp_1
|-
| Clk latency of the worst-skew pair || 0.27 ns
|-
| Category of cells accounting for the largest share of critical-path delay || buffers and inverters
|-
| Number of violations reported at the end of detailed-routing iteration 0 || 44
|-
| CP peak stage delay || 0.50 ns
|-
| Wire length of the first global-routing pass || 4.51 mm
|-
| Area figure in the yosys stat output || 1450 um2
|-
| Critical path startpoint category || flop
|-
| Total via count in the routed design || 1,135
|-
| Chain of cells forming the critical path || xnor2_1 -> ha_1 -> o21ai_0 -> a21oi_1 -> a211oi_1 -> clkdlybuf4s50_1
|-
| Minimum period implied by the final worst setup slack || 2.65 ns
|-
| Crit-path slowest cell || clkdlybuf4s50_1
|-
| Number of OpenROAD warnings || 25
|-
| Area growth, synth to finish || 13.3%
|-
| Wirelength per Cell || 9.17 um
|-
| Worst IR drop on VDD || 0.120 mV
|-
| Postcts setup bufs || 0
|-
| Chip Height || 104 um
|-
| Per-instance average area after synthesis || 8.81 um2
|-
| Share of the cycle needed by the critical path after routing || 0.779
|-
| Total track usage || 0.0462
|-
| First-pass iteration count of the detailed router || 4
|-
| Setup Total Neg Slack || 0 ns
|-
| Leading cell types by total area after synthesis || dfxtp_1 43%, xnor2_1 6.0%, a21oi_1 5.5%, o31ai_1 5.2%, or4_1 4.6%
|-
| Commonest cells in the netlist || 31 x dfxtp_1, 16 x a21oi_1, 16 x nor2_1, 10 x o31ai_1, 10 x xnor2_1
|-
| Gates resized, CTS repair || 0
|-
| Buffers added on ports || 2
|-
| RD Place Congestion || 0.709
|-
| Timing-limited maximum frequency || 378 MHz
|-
| Total power consumption of the routed design || 657 uW
|-
| Commonest flop || dfxtp_1
|-
| Req. time, crit path || 2.72 ns
|-
| Global-route congestion overflow total || 0
|-
| Flops after synth || 31
|-
| Maximum Capacitance Violations || 0
|-
| Netlist Area Pre-Place || 1450 um2
|-
| Number of global-route vias before repair || 1,050
|-
| Worst-path fanout max || 6
|-
| Clock tree buffer depth || 2
|-
| Number of clock sinks || 31
|-
| Worst-Margin Slew || 0.566 ns
|-
| Clock tree from TritonCTS || yes
|-
| Leakage power || 0.491 nW
|-
| Detail Placement HPWL || 1.63 mm
|-
| Worst Hold End || cnt[0]
|-
| Count of endpoints failing setup in the final report || 0
|-
| Standard cell area after detailed placement || 1570 um2
|-
| Number of antenna violations at the first check in global routing || 0
|-
| Multi-input gate area in the final layout || 783 um2
|-
| Row count || 30
|-
| Design area || 1650 um2
|-
| Hold wc startpoint || cnt[0]
|-
| Number of inserted diodes || 0
|-
| CP Class || flop to output pin
|-
| Die X || 104 um
|-
| Worst Reg-to-Reg Cells || 4
|-
| Fp_density || 0.213
|-
| Post-Place Cells || 257
|-
| Area enclosed by the die boundary || 10,800 um2
|-
| Share of synthesized area occupied by flip-flops and latches || 0.427
|-
| Count of instantiated cells in the yosys netlist || 165
|-
| R2r setup slk || 1.34 ns
|-
| Count of boundary I/O pins || 3
|-
| Placeable core area || 6830 um2
|-
| Classification of the worst-slack hold path || flop to flop
|-
| Final-report max-slew violation count || 0
|-
| Via/cell ratio || 4.32
|-
| Reg2reg start || cnt[2]
|-
| CTS root buf || clkbuf_8
|-
| Warning count from the yosys run || 1
|-
| Status || finished clean
|-
| Arrival time of the worst setup path || 1.97 ns
|-
| CP Capture Type || output pin
|-
| Count of different cell masters after synthesis || 33
|-
| CTS H-tree depth || 2
|-
| Post-Synthesis Cells || 165
|-
| Buf/Inv on CP || 1
|}
[power breakdown]
part / total (mW) / switching (mW) / internal, mW
sequential: 0.375 / 0.00568 / 0.369
clock: 0.256 / 0.120 / 0.136
combinational: 0.0258 / 0.0123 / 0.0136
total: 0.657 / 0.138 / 0.519
[registers in the layout, indices dropped and copies added, names as in the netlist]
signal,flops
pwm_cnt,4
cnt,27
[kinds of logic (layout without fill, tap and decap cells)]
logic type / after synthesis / after routing / share of synthesized area
flip-flops: 31 / 31 / 0.427
AND/OR/NAND/NOR: 67 / 67 / 0.260
adder cells (fa/ha/maj): 5 / 5 / 0.0430
multiplexers: 1 / 1 / 0.00774
XOR/XNOR: 15 / 15 / 0.0904
AND-OR/OR-AND: 33 / 33 / 0.138
buffers and inverters: 13 / 15 / 0.0344
[cell type report]
| cell class | count | share of cell area |
|---|---|---|
| multi-input combinational | 121 | 0.476 |
| sequential | 31 | 0.377 |
| tap | 96 | 0.0729 |
| clock buffer | 6 | 0.0441 |
| timing repair buffer | 3 | 0.0167 |
| inverter | 6 | 0.0137 |
[worst register-to-register path: cells and delay by family, from the launching register on]
family	cells	cell delay, ns
compound gates	1	0.14
flops	1	0.41
simple gates	3	1.43
[per-stage QoR]
step	hold WS (ns)	worst slack [ns]
after global routing	0.492	0.593
final	0.460	0.753
after CTS	0.466	0.724
after global placement	0.442	1.05
after floorplan	0.426	1.54
after detailed placement	0.451	1.02
[cells in the final DEF, fill, tap and decap left out, types with 3 or more instances in the layout]
cell       n
dfxtp_1   31
a21oi_1   16
nor2_1    16
xnor2_1   10
o31ai_1   10
or4_1      9
nand2_1    8
nand3_1    7
nand4_1    7
inv_1      6
xor2_1     5
ha_1       5
clkbuf_8   5
o21ai_0    4
or3_1      4
nor2b_1    3
[per-layer routing]
layer  track usage  part of all wire  vias up
met5             0                 0        -
met4       0.00895             0.012        0
met1        0.0615              0.52      514
li1              -                 -      603
met3        0.0150             0.039        4
met2        0.0721              0.43       14
[worst max-delay path by stage]
stage,startpoint,to,cells past startpoint
final,cnt[26],LED,6
after global routing,cnt[26],LED,6
after CTS,cnt[26],LED,6
Power and IR drop assume default switching activity.
